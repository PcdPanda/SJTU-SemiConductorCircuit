**flow/run.sh**
```bash
#!/bin/bash
# OpenROAD 26Q1-2900-gdf79404cd8, Yosys 0.63+post, stock flow scripts
make -C /OpenROAD-flow-scripts/flow DESIGN_CONFIG=/design/flow/config.mk WORK_HOME=/design/flow/orfs finish
```
**flow/config.mk**
```make
export PLATFORM = sky130hd
export DESIGN_NAME = Registers
export DESIGN_NICKNAME = Registers
export VERILOG_FILES = /design/flow/design.v
export SDC_FILE = /design/flow/constraint.sdc
export NUM_CORES = 4
export LEC_CHECK = 1
export CORE_UTILIZATION = 30
```
**flow/constraint.sdc**
```tcl
current_design Registers

set clk_period 10.0
set clk_io_pct 0.2

create_clock -name clk0 -period $clk_period [get_ports {clk}]

set non_clock_inputs [all_inputs -no_clocks]
set_input_delay [expr $clk_period * $clk_io_pct] -clock clk0 $non_clock_inputs
set_output_delay [expr $clk_period * $clk_io_pct] -clock clk0 [all_outputs]
```
**flow/design.v**
```verilog
`timescale 1ns / 1ps
module Registers (
    input               clk, regWrite,
    input       [4:0]   readReg1, readReg2, readRegExtra,
    input       [4:0]   writeReg,
    output      [31:0]  readData1, readData2, readDataExtra,
    input       [31:0]  writeData
);
    reg [31:0] regs [0:31];
    integer i;
    initial begin
        for (i = 0; i < 32; i = i + 1)
            regs[i] = 32'b0;
    end
    assign readData1 = regs[readReg1];
    assign readData2 = regs[readReg2];
    assign readDataExtra = regs[readRegExtra];
    always @ (negedge clk) begin
        if (regWrite == 1)
            regs[writeReg] <= writeData;
    end
endmodule  
```
==> results.txt <==
Entry: Yosys synthesis followed by OpenROAD place and route.

Outcome:
- The flow ran to the end, and the final reports show no timing, DRC or antenna violations.

Power:
- The run gives the power density over cell area as 171 mW/mm^2.
- The run puts the combinational fraction of design power at 11.2%.
- The run gives the proportion of total power due to net switching as 30.8%.
- The leakage power in the latest report is 30.3 nW.
- The run puts the clock network fraction of total power at 48.1%.
- The run gives the sequential share of power as 40.7%.
- The run puts the cell-internal power at 8.24 mW.
- The run gives the switching power as 3.67 mW.
- The run gives the maximum vdd ir drop as 0.169 mV.
- After layout, the design draws a total of 11.9 mW.

Die:
- The run puts the vertical die dimension at 440 microns.
- The run gives the full die area as 0.194 sq mm.
- The run gives the standard cell core area as 0.191 sq mm.
- Pin placement for this block handled 150 I/O pins.
- Before placement the cells fill 30.3% of the core.
- The run gives the horizontal die dimension as 440 microns.
- The run puts the standard-cell row count at 160.

Synth:
- By area the synthesized netlist is led by sky130_fd_sc_hd__edfxtp_1, sky130_fd_sc_hd__mux2i_1, sky130_fd_sc_hd__a22oi_1, sky130_fd_sc_hd__a22o_1, sky130_fd_sc_hd__nand3_1.
- The run puts the area fraction of the dominant cell type after synthesis at 53.3%.
- The run gives the top cell type by total area after synthesis as sky130_fd_sc_hd__edfxtp_1.
- The run gives the total standard cell area after synthesis as 0.0577 sq mm.
- The run gives the area reported by Yosys stat as 0.0577 sq mm.
- The run gives the instance tally after logic synthesis as 4545.
- The run gives the flop and latch count out of synthesis as 1024.
- The synthesized netlist contains 24 unique library cells.
- The run puts the number of cells in the yosys synthesis report at 4545.
- Each instance of the synthesized netlist takes up on average 12.7 sq um.
- Counting the warning lines in the Yosys log gives 1.
- The run gives the portion of the post-synthesis area used by sequential elements as 53.3%.

Cells and area:
- The run gives the utilization after layout as 36.6%.
- The run puts the proportion of layout cells with a drive suffix above 1 at 7.19%.
- The largest registers in the layout are regs x1024.
- The run gives the number of flip-flops under the largest register name as 1024.
- From synthesis to final layout, the design area changed by 20.8%.
- The run gives the final cell area excluding filler cells as 0.0697 sq mm.
- The run gives the top register by number of flip-flops as regs.

Place:
- The post-placement cell area is 0.0622 sq mm.
- The run puts the final RePlAce weighted congestion at 0.916.
- The run gives the HPWL after detailed placement as 120000 microns.
- The run puts the number of input and output port buffers inserted at 149.

Setup path:
- The timing report attributes the biggest portion of critical-path delay to buffers and inverters.
- Per the timing report, the biggest fanout along the worst path comes to 3.
- In this design, the stage delay of the slowest critical-path cell is 560 ps.
- STA classifies the critical path startpoint as a flop.
- STA classifies the critical path endpoint as an output pin.
- The slowest stage of the critical path is the sky130_fd_sc_hd__clkdlybuf4s50_1 cell.
- For reference, the most critical setup path is categorized as flop to output pin.
- The run puts the data arrival time of the critical path at 7860 ps.
- Per STA, the worst path is made up of mux2i_1 -> a22o_1 -> nor3_1 -> a31oi_1 -> nand3_1 -> clkdlybuf4s50_1.
- The run puts the critical path data required time at 8000 ps.
- The run gives the number of buffer and inverter stages on the critical path as 1.

Drt:
- The run puts the routed via count at 44.9k.
- The run gives the final routed wire length divided by cell count as 25.8 microns.
- The routed design has 213000 microns of wire.
- The run gives the count of routing violations after the opening detailed-route iteration as 3666.
- In the routed layout, each cell is associated on average with a via count of 5.45.
- The run gives the post-detailed-route count of antenna-violating nets as 0.
- The run gives the final routed DRC violation total as 0.
- The run gives the count of TritonRoute iterations in the first routing pass as 6.

Min path:
- The type recorded for the worst min-delay path is primary input to output pin.
- STA shows the worst min-delay path finishing at readData1[5].
- Along the worst hold path, the cell count comes to 6.
- STA lists the startpoint of the worst hold path as readReg1[3].

Clocking:
- The run puts the clock buffer count from CTS at 113.
- The run puts the register clock-pin slew on the reported worst setup and hold paths at 30 ps.
- TritonCTS built the clock tree.
- For this design, the sink count on the clock tree is 1024.
- The run gives the buffers inserted during post-CTS setup optimization as 0.
- The cell sitting at the root of the clock tree is a sky130_fd_sc_hd__clkbuf_16.
- The run gives the total number of H-tree levels as 3.
- The run gives the largest buffer count on any clock path as 3.

Timing:
- The run gives the normalized max-slew margin as 41.6%.
- Setup repair after global routing left no endpoint under its margin.
- Setup violations remaining at the end of the flow were counted as 0.
- The run puts the setup total negative slack at 0 ps.
- The run gives the final number of hold-violating endpoints as 0.
- Per the final report, max-transition violations number 0.
- The transition time recorded at the tightest slew-check pin is 876 ps.
- The run gives the worst hold-check slack as 5340 ps.

Run:
- The run gives the count of tool warnings as 1027.
- The run gives the max-capacitance violation count as 0.

GRT:
- The run puts the global-route usage over all layers at 22.6%.
- The run gives the global-route wire length before repair as 302000 microns.
- The run puts the number of global-route vias before repair at 47.6k.
- The run gives the total congestion overflow after global routing as 0.
- The initial antenna violation count is 8.
- The run puts the largest net degree at the start of global routing at 86.
worst max-delay path by stage:
stage,start,endpoint,slack [ps],cells after the start
after CTS,regs[2][4],readDataExtra[4],170,6
after global routing,regs[0][22],readData2[22],40,6
final,regs[7][12],readDataExtra[12],140,6
synthesized netlist by cell type, drive strengths merged:
library cell / count
a31oi: 96
a21oi: 288
a22oi: 288
clkbuf: 112
inv: 1
nand2: 292
nor2b: 6
edfxtp: 1024
mux2i: 1536
buf: 267
nand3b: 5
or2: 3
nand3: 290
or3: 1
or3b: 3
a22o: 192
nor2: 36
nand2b: 6
nor3: 96
and2: 3
cell type report:
| cell class | instances | area (sq um) |
|---|---|---|
| diodes | 3 | 7.51 |
| clock buffers | 113 | 2830 |
| clock inverters | 1121 | 4700 |
| fillers | 17900 | 121000 |
| multi-input cells | 3141 | 24900 |
| flip-flops and latches | 1024 | 30700 |
| well taps | 2511 | 3140 |
| repair buffers | 321 | 3320 |
per-stage QoR:
step,setup WS [ps],instances
finish,143,8234
global route,42.2,8232
CTS,166,8231
detailed placement,537,6998
global placement,555,6998
floorplan,566,4545
kinds of logic (layout without fill, tap and decap cells):
| family | after synthesis | count (layout) | synth area share [%] |
|---|---|---|---|
| other cells | 0 | 3 | 0 |
| compound gates | 864 | 864 | 10.2 |
| flops | 1024 | 1024 | 53.3 |
| buf+inv | 380 | 1555 | 4.03 |
| simple gates | 741 | 741 | 5.80 |
| mux | 1536 | 1536 | 26.7 |
layer usage:
layer  part of all wire [%]  global-route usage (%)
met1                     35                    25.1
met4                    5.4                    13.0
met5                  0.032                   0.223
met2                     47                    33.9
met3                     12                    12.9
power groups by stage:
| stage | Clock [mW] | Combinational (mW) | Sequential [mW] |
|---|---|---|---|
| CTS | 5.90 | 1.31 | 4.85 |
| global route | 6.38 | 1.38 | 4.84 |
| finish | 5.73 | 1.33 | 4.85 |
timing repair:
action / CTS / global route
setup endpoints to repair: 0 / 1
resized: 0 / 1
hold buffers: 0 / 0
placed cells by master, fill, tap and decap left out, types with 113 or more instances in the layout:
cell and count:
sky130_fd_sc_hd__clkbuf_16 113, sky130_fd_sc_hd__nand3_1 290, sky130_fd_sc_hd__clkdlybuf4s50_1 146, sky130_fd_sc_hd__a22o_1 192, sky130_fd_sc_hd__mux2i_1 1536, sky130_fd_sc_hd__inv_1 1058, sky130_fd_sc_hd__a21oi_1 288, sky130_fd_sc_hd__nand2_1 289
sky130_fd_sc_hd__edfxtp_1 1024, sky130_fd_sc_hd__a22oi_1 288, sky130_fd_sc_hd__buf_4 130
worst min-delay path, delay by kind of cell:
kind	cells	cell delay (ps)
buffers and inverters	2	920
AND-OR/OR-AND	1	50
AND/OR/NAND/NOR	3	360
No activity file was given, so power comes from the tool's default toggle rates.
